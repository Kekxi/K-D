File: /design/flow/design.v
`timescale 1ns / 1ps
module DFF #(parameter data_width = 24)(
    input clk,rst,
    input [data_width-1:0] data_in,
    output reg [data_width-1:0] data_out 
    );
    always@(posedge clk or posedge rst)
    begin
      if(rst)
        data_out <= 0;
      else
        data_out <= data_in;
    end
endmodule
module shift_1 #(parameter data_width = 24)(   
    input rst,clk,
    input [data_width-1:0] data_in,
	output wire [data_width-1:0] data_out
	);
	reg [data_width-1:0] t0;	
	always@(posedge clk or posedge rst)begin
        if(rst) begin
	    t0 <= 0;
	    end
	    else begin
	    t0 <= data_in; 
	  end
	end
	assign data_out = t0;
endmodule
module shift_2 #(parameter data_width = 24)(   
    input rst,clk,
    input [data_width-1:0] data_in,
	output wire [data_width-1:0] data_out
	);
	reg [data_width-1:0] t0,t1;	
	always@(posedge clk or posedge rst)begin
        if(rst) begin
	    t0 <= 0; t1 <= 0; 
	    end
	    else begin
	    t0 <= data_in; t1 <= t0; 
	  end
	end
	assign data_out = t1;
endmodule
module shift_3 #(parameter data_width = 24)(   
    input rst,clk,
    input [data_width-1:0] data_in,
	output wire [data_width-1:0] data_out
	);
	reg [data_width-1:0] t0,t1,t2;	
	always@(posedge clk or posedge rst)begin
        if(rst) begin
	    t0 <= 0; t1 <= 0; t2 <= 0;
	    end
	    else begin
	    t0 <= data_in; t1 <= t0; t2 <= t1;
	  end
	end
	assign data_out = t2;
endmodule
module shift_4 #(parameter data_width = 24)(   
    input rst,clk,
    input [data_width-1:0] data_in,
	output wire [data_width-1:0] data_out
	);
	reg [data_width-1:0] t0,t1,t2,t3;	
	always@(posedge clk or posedge rst)begin
        if(rst) begin
	    t0 <= 0; t1 <= 0; t2 <= 0; t3 <= 0;
	    end
	    else begin
	    t0 <= data_in; t1 <= t0; t2 <= t1; t3 <= t2;
	  end
	end
	assign data_out = t3;
endmodule
module shift_5 #(parameter data_width = 24)(   
    input rst,clk,
    input [data_width-1:0] data_in,
	output wire [data_width-1:0] data_out
	);
	reg [data_width-1:0] t0,t1,t2,t3,t4;	
	always@(posedge clk or posedge rst)begin
        if(rst) begin
	    t0 <= 0; t1 <= 0; t2 <= 0; t3 <= 0;t4 <= 0;
	    end
	    else begin
	    t0 <= data_in; t1 <= t0; t2 <= t1; t3 <= t2; t4 <= t3;
	  end
	end
	assign data_out = t4;
endmodule
module shift_6 #(parameter data_width = 24)(   
    input rst,clk,
    input [data_width-1:0] data_in,
	output wire [data_width-1:0] data_out
	);
	reg [data_width-1:0] t0,t1,t2,t3,t4,t5;	
	always@(posedge clk or posedge rst)begin
        if(rst) begin
	    t0 <= 0; t1 <= 0; t2 <= 0; t3 <= 0; t4 <= 0; t5 <= 0;
	    end
	    else begin
	    t0 <= data_in; t1 <= t0; t2 <= t1; t3 <= t2; t4 <= t3; t5 <= t4;
	  end
	end
	assign data_out = t5;
endmodule
module shift_7 #(parameter data_width = 24)(   
    input rst,clk,
    input [data_width-1:0] data_in,
	output wire [data_width-1:0] data_out
	);
	reg [data_width-1:0] t0,t1,t2,t3,t4,t5,t6;	
	always@(posedge clk or posedge rst)begin
        if(rst) begin
	    t0 <= 0; t1 <= 0; t2 <= 0; t3 <= 0; t4 <= 0; t5 <= 0; t6 <= 0;
	    end
	    else begin
	    t0 <= data_in; t1 <= t0; t2 <= t1; t3 <= t2; t4 <= t3; t5 <= t4; t6 <= t5;
	  end
	end
	assign data_out = t6;
endmodule
module shift_8 #(parameter data_width = 24)(   
    input rst,clk,
    input [data_width-1:0] data_in,
	output wire [data_width-1:0] data_out
	);
	reg [data_width-1:0] t0,t1,t2,t3,t4,t5,t6,t7;	
	always@(posedge clk or posedge rst)begin
        if(rst) begin
	    t0 <= 0; t1 <= 0; t2 <= 0; t3 <= 0; t4 <= 0; t5 <= 0; t6 <= 0; t7 <= 0;
	    end
	    else begin
	    t0 <= data_in; t1 <= t0; t2 <= t1; t3 <= t2; t4 <= t3; t5 <= t4; t6 <= t5; t7 <= t6;
	  end
	end
	assign data_out = t7;
endmodule
module shift_9 #(parameter data_width = 24)(   
    input rst,clk,
    input [data_width-1:0] data_in,
	output wire [data_width-1:0] data_out
	);
	reg [data_width-1:0] t0,t1,t2,t3,t4,t5,t6,t7,t8;	
	always@(posedge clk or posedge rst)begin
        if(rst) begin
	    t0 <= 0; t1 <= 0; t2 <= 0; t3 <= 0; t4 <= 0; t5 <= 0; t6 <= 0; t7 <= 0; t8 <= 0;
	    end
	    else begin
	    t0 <= data_in; t1 <= t0; t2 <= t1; t3 <= t2; t4 <= t3; t5 <= t4; t6 <= t5; t7 <= t6; t8 <= t7;
	  end
	end
	assign data_out = t8;
endmodule
module shift_10 #(parameter data_width = 24)(   
    input rst,clk,
    input [data_width-1:0] data_in,
	output wire [data_width-1:0] data_out
	);
	reg [data_width-1:0] t0,t1,t2,t3,t4,t5,t6,t7,t8,t9;	
	always@(posedge clk or posedge rst)begin
        if(rst) begin
	    t0 <= 0; t1 <= 0; t2 <= 0; t3 <= 0; t4 <= 0; t5 <= 0; 
        t6 <= 0; t7 <= 0; t8 <= 0; t9 <= 0;
	    end
	    else begin
	    t0 <= data_in; t1 <= t0; t2 <= t1; t3 <= t2; t4 <= t3; t5 <= t4; 
        t6 <= t5; t7 <= t6; t8 <= t7; t9 <= t8; 
	  end
	end
	assign data_out = t9;
endmodule
module shift_11 #(parameter data_width = 24)(   
    input rst,clk,
    input [data_width-1:0] data_in,
	output wire [data_width-1:0] data_out
	);
	reg [data_width-1:0] t0,t1,t2,t3,t4,t5,t6,t7,t8,t9,t10;	
	always@(posedge clk or posedge rst)begin
        if(rst) begin
	    t0 <= 0; t1 <= 0; t2 <= 0; t3 <= 0; t4 <= 0; t5 <= 0; 
        t6 <= 0; t7 <= 0; t8 <= 0; t9 <= 0; t10 <= 0;
	    end
	    else begin
	    t0 <= data_in; t1 <= t0; t2 <= t1; t3 <= t2; t4 <= t3; t5 <= t4; 
        t6 <= t5; t7 <= t6; t8 <= t7; t9 <= t8; t10 <= t9;
	  end
	end
	assign data_out = t10;
endmodule
module shift_12 #(parameter data_width = 24)(   
    input rst,clk,
    input [data_width-1:0] data_in,
	output wire [data_width-1:0] data_out
	);
	reg [data_width-1:0] t0,t1,t2,t3,t4,t5,t6,t7,t8,t9,t10,t11,t12;	
	always@(posedge clk or posedge rst)begin
        if(rst) begin
	    t0 <= 0; t1 <= 0; t2 <= 0; t3 <= 0; t4 <= 0; t5 <= 0; 
        t6 <= 0; t7 <= 0; t8 <= 0; t9 <= 0; t10 <= 0; t11 <= 0;
	    end
	    else begin
	    t0 <= data_in; t1 <= t0; t2 <= t1; t3 <= t2; t4 <= t3; t5 <= t4; 
        t6 <= t5; t7 <= t6; t8 <= t7; t9 <= t8; t10 <= t9; t11 <= t10; 
	  end
	end
	assign data_out = t11;
endmodule
module shift_13 #(parameter data_width = 24)(   
    input rst,clk,
    input [data_width-1:0] data_in,
	output wire [data_width-1:0] data_out
	);
	reg [data_width-1:0] t0,t1,t2,t3,t4,t5,t6,t7,t8,t9,t10,t11,t12;	
	always@(posedge clk or posedge rst)begin
        if(rst) begin
	    t0 <= 0; t1 <= 0; t2 <= 0; t3 <= 0; t4 <= 0; t5 <= 0; 
        t6 <= 0; t7 <= 0; t8 <= 0; t9 <= 0; t10 <= 0; t11 <= 0; t12 <= 0;
	    end
	    else begin
	    t0 <= data_in; t1 <= t0; t2 <= t1; t3 <= t2; t4 <= t3; t5 <= t4; 
        t6 <= t5; t7 <= t6; t8 <= t7; t9 <= t8; t10 <= t9; t11 <= t10; t12 <= t11;
	  end
	end
	assign data_out = t12;
endmodule
module shift_14 #(parameter data_width = 24)(   
    input rst,clk,
    input [data_width-1:0] data_in,
	output wire [data_width-1:0] data_out
	);
	reg [data_width-1:0] t0,t1,t2,t3,t4,t5,t6,t7,t8,t9,t10,t11,t12,t13;	
	always@(posedge clk or posedge rst)begin
        if(rst) begin
	    t0 <= 0; t1 <= 0; t2 <= 0; t3 <= 0; t4 <= 0; t5 <= 0; 
        t6 <= 0; t7 <= 0; t8 <= 0; t9 <= 0; t10 <= 0; t11 <= 0; t12 <= 0; t13 <= 0;
	    end
	    else begin
	    t0 <= data_in; t1 <= t0; t2 <= t1; t3 <= t2; t4 <= t3; t5 <= t4; 
        t6 <= t5; t7 <= t6; t8 <= t7; t9 <= t8; t10 <= t9; t11 <= t10; t12 <= t11; t13 <= t12;
	  end
	end
	assign data_out = t13;
endmodule
module shift_15 #(parameter data_width = 24)(   
    input rst,clk,
    input [data_width-1:0] data_in,
	output wire [data_width-1:0] data_out
	);
	reg [data_width-1:0] t0,t1,t2,t3,t4,t5,t6,t7,t8,t9,t10,t11,t12,t13,t14;	
	always@(posedge clk or posedge rst)begin
        if(rst) begin
	    t0 <= 0; t1 <= 0; t2 <= 0; t3 <= 0; t4 <= 0; t5 <= 0; 
        t6 <= 0; t7 <= 0; t8 <= 0; t9 <= 0; t10 <= 0; t11 <= 0; t12 <= 0; t13 <= 0; t14 <= 0;
	    end
	    else begin
	    t0 <= data_in; t1 <= t0; t2 <= t1; t3 <= t2; t4 <= t3; t5 <= t4; 
        t6 <= t5; t7 <= t6; t8 <= t7; t9 <= t8; t10 <= t9; t11 <= t10; t12 <= t11; t13 <= t12; t14 <= t13;
	  end
	end
	assign data_out = t14;
endmodule
module shift_16 #(parameter data_width = 24)(   
    input rst,clk,
    input [data_width-1:0] data_in,
	output wire [data_width-1:0] data_out
	);
	reg [data_width-1:0] t0,t1,t2,t3,t4,t5,t6,t7,t8,t9,t10,t11,t12,t13,t14,t15;	
	always@(posedge clk or posedge rst)begin
        if(rst) begin
	    t0 <= 0; t1 <= 0; t2 <= 0; t3 <= 0; t4 <= 0; t5 <= 0; 
        t6 <= 0; t7 <= 0; t8 <= 0; t9 <= 0; t10 <= 0; t11 <= 0; t12 <= 0; t13 <= 0; t14 <= 0; t15 <= 0;
	    end
	    else begin
	    t0 <= data_in; t1 <= t0; t2 <= t1; t3 <= t2; t4 <= t3; t5 <= t4; 
        t6 <= t5; t7 <= t6; t8 <= t7; t9 <= t8; t10 <= t9; t11 <= t10; t12 <= t11; t13 <= t12; t14 <= t13; t15 <= t14;
	  end
	end
	assign data_out = t15;
endmodule
module shift_17 #(parameter data_width = 24)(   
    input rst,clk,
    input [data_width-1:0] data_in,
	output wire [data_width-1:0] data_out
	);
	reg [data_width-1:0] t0,t1,t2,t3,t4,t5,t6,t7,t8,t9,t10,t11,t12,t13,t14,t15,t16;	
	always@(posedge clk or posedge rst)begin
        if(rst) begin
	    t0 <= 0; t1 <= 0; t2 <= 0; t3 <= 0; t4 <= 0; t5 <= 0; 
        t6 <= 0; t7 <= 0; t8 <= 0; t9 <= 0; t10 <= 0; t11 <= 0; t12 <= 0; t13 <= 0; t14 <= 0; t15 <= 0; t16 <= 0;
	    end
	    else begin
	    t0 <= data_in; t1 <= t0; t2 <= t1; t3 <= t2; t4 <= t3; t5 <= t4; 
        t6 <= t5; t7 <= t6; t8 <= t7; t9 <= t8; t10 <= t9; t11 <= t10; t12 <= t11; t13 <= t12; t14 <= t13; t15 <= t14; t16 <= t15;
	  end
	end
	assign data_out = t16;
endmodule
File: /design/flow/run.sh
#!/bin/bash
# OpenROAD 26Q1-2900-gdf79404cd8, Yosys 0.63+post, stock flow scripts
make -C /OpenROAD-flow-scripts/flow DESIGN_CONFIG=/design/flow/config.mk WORK_HOME=/design/flow/orfs finish
File: /design/flow/config.mk
export PLATFORM = sky130hd
export DESIGN_NAME = shift_15
export DESIGN_NICKNAME = shift_15
export VERILOG_FILES = /design/flow/design.v
export SDC_FILE = /design/flow/constraint.sdc
export NUM_CORES = 4
export LEC_CHECK = 1
export CORE_UTILIZATION = 40
File: /design/flow/constraint.sdc
current_design shift_15

set clk_period 1.0
set clk_io_pct 0.2

create_clock -name clk0 -period $clk_period [get_ports {clk}]

set non_clock_inputs [all_inputs -no_clocks]
set_input_delay [expr $clk_period * $clk_io_pct] -clock clk0 $non_clock_inputs
set_output_delay [expr $clk_period * $clk_io_pct] -clock clk0 [all_outputs]
==> impl_metrics.env <==
# yosys + openroad results
export IMPL_power_per_cell_area_nw_per_um2=2560
export IMPL_synthAdderAreaFrac=0
export IMPL_peakVddDrop_mv=1.16
export IMPL_totalPowerFinal_uw=29300
export IMPL_syn_inst=361
export IMPL_initial_core_util=0.410
export IMPL_worstPathRequired_ns=0.80
export IMPL_critical_path_class="reg2out"
export IMPL_fin_ws_ns=-0.159
export IMPL_ys_ff=360
export IMPL_fp_dieW_um=152
export IMPL_grt_pass1_wl_mm=15.4
export IMPL_rsz0062_at_grt="yes"
export IMPL_critPathTopFamily="flip-flops"
export IMPL_clockRootBuffer="clkbuf_16"
export IMPL_setup_violations=24
export IMPL_cp_arrival_ns=0.96
export IMPL_power_internal_uw=24000
export IMPL_mux_area_frac=0
export IMPL_cts_buffer_depth=3
export IMPL_filler_cell_count=1646
export IMPL_seq_power_share=0.527
export IMPL_ys_seq_share=1.00
export IMPL_gr_total_overflow=0
export IMPL_comb_area_um2=0
export IMPL_ios=50
export IMPL_grt_pass1_vias=3358
export IMPL_drive_above_1_share=0.238
export IMPL_min_path_type="in2async"
export IMPL_io_buffers=49
export IMPL_place_inst=730
export IMPL_gp_congestion=0.680
export IMPL_core_um2=22000
export IMPL_switchingPower_uw=5350
export IMPL_tightest_slew_ns=0.145
export IMPL_regArea_um2=9010
export IMPL_vias=3026
export IMPL_slowest_delay_ns=0.36
export IMPL_endpoint_kind="output pin"
export IMPL_h_tree_depth=2
export IMPL_grt_usage=0.0848
export IMPL_status="finished, violations left"
export IMPL_p_comb_frac=0.020
export IMPL_violations="design-rule violations, negative setup slack"
export IMPL_antenna_found_initial=0
export IMPL_netSwitchingFraction=0.182
export IMPL_logic_family="buffers and inverters"
export IMPL_p_clk_frac=0.453
export IMPL_postRouteAntennaNets=0
export IMPL_die_area_um2=23100
export IMPL_detailed_place_area_um2=10300
export IMPL_place_hpwl_mm=3.97
export IMPL_area_growth_syn_to_layout_pct=26.9
export IMPL_syn_area_per_cell_um2=25.0
export IMPL_slowest_stage="dfrtp_1"
export IMPL_startpoint_type="flip-flop"
export IMPL_clock_skew_ns=0.00856
export IMPL_die_h_um=152
export IMPL_n_antenna_cell=0
export IMPL_vias_per_cell=3.80
export IMPL_postLayoutCellArea_um2=11400
export IMPL_min_period_ns=1.16
export IMPL_clk_pin_slew_ns=0.06
export IMPL_tool_warnings=28
export IMPL_drt_pass1_iter_count=46
export IMPL_drc_errors=16
export IMPL_drv_slew=0
export IMPL_report_final_hold_viol_count=0
export IMPL_yosys_area_um2=9010
export IMPL_std_cell_rows=54
export IMPL_max_slew_margin_rel=0.903
export IMPL_yosysCellCount=361
export IMPL_totalWireLength_mm=8.05
export IMPL_clkSinkCount=360
export IMPL_cts_tree="built"
export IMPL_period_used=1.16
export IMPL_pre_cts_ws_ns=0.00633
export IMPL_synth_area_um2=9010
export IMPL_insertion_delay_ns=0.49
export IMPL_drtIter0Drc=97
export IMPL_logic_gate_count=0
export IMPL_xor_share=0
export IMPL_cp_num_buf_inv=1
export IMPL_simple_gate_share=0
export IMPL_worstPathCellList="buf_2"
export IMPL_yosysWarnings=1
export IMPL_synthDistinctLibCells=2
export IMPL_cap_viol_max_count=0
export IMPL_grt_max_degree=24
export IMPL_crit_path_max_fanout=1
export IMPL_cts_made_buffers=36
export IMPL_total_leakage_power_uw=0.00525
export IMPL_routedWlPerCell_um=10.1
export IMPL_fmax_mhz=863
export IMPL_fin_cells=796
export IMPL_synthAoiAreaFrac=0
==> power groups by stage <==
stage / sequential (µW) / combinational, µW / clock (µW)
5_1_grt: 15500 / 683 / 14500
6_report: 15500 / 593 / 13300
4_1_cts: 15500 / 624 / 13900
==> cells by family after synthesis <==
kind of cell | count (synthesis)
buffers and inverters | 1
flip-flops | 360
==> per-stage QoR <==
step / utilization / setup TNS (ns) / hold slack [ns]
2_1_floorplan: - / -1449.46 / 0.231
3_3_place_gp: 0.470 / 0 / 0.332
3_5_place_dp: 0.470 / 0 / 0.335
4_1_cts: 0.521 / -4.36 / 0.109
5_1_grt: 0.521 / -4.87 / 0.110
6_report: 0.521 / -3.58 / 0.135
==> worst paths after layout <==
check / start / to / slack, ns / cells after the start
max: t14[0]$_DFF_PP0_ / data_out[0] / -0.16 / 1
min: rst / t14[8]$_DFF_PP0_ / 0.14 / 3
max reg2reg: t3[12]$_DFF_PP0_ / t4[12]$_DFF_PP0_ / 0.52 / 0
min reg2reg: t6[0]$_DFF_PP0_ / t7[0]$_DFF_PP0_ / 0.34 / 0
max in group asynchronous: rst / t1[2]$_DFF_PP0_ / 0.53 / 4
min in group clk0: data_in[9] / t0[9]$_DFF_PP0_ / 0.14 / 1
==> synth_stat cells <==
library cell,count,area share
dfrtp_1,360,1.0
inv_1,1,0.00042
==> cell type report <==
class,count,area share
inverters,1,0.000656
clock inverters,10,0.0116
flip-flops and latches,360,0.787
repair buffers,89,0.0728
well taps,280,0.0306
clock buffers,56,0.0968
==> what timing repair did <==
action / in CTS / in global routing
resized: 72 / 0
endpoints found under the hold margin: 0 / 0
setup endpoints to repair: 24 / 24
pin swaps: 0 / 0
gates cloned: 0 / 0
hold buffers: 0 / 0
buffers inserted: 0 / 0
==> cell usage in the layout, fill, tap and decap left out <==
| cell | instances |
|---|---|
| buf_4 | 27 |
| buf_2 | 24 |
| clkbuf_16 | 37 |
| clkinvlp_4 | 1 |
| clkinv_2 | 5 |
| bufinv_16 | 3 |
| dfrtp_1 | 360 |
| clkbuf_1 | 8 |
| clkbuf_8 | 11 |
| buf_12 | 13 |
| inv_6 | 2 |
| clkdlybuf4s50_1 | 25 |
==> per-layer routing <==
metal  global-route usage  share of wire  vias to the layer above
met5                    0              0                        -
met4               0.0296          0.039                        0
met3               0.0273          0.082                       28
met2                0.120           0.46                       90
met1                0.135           0.42                     1526
li1                     -              -                     1382
Power and IR drop assume default switching activity.
